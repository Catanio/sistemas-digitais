==> flow/run.sh <==
#!/bin/bash
# OpenROAD 26Q1-2900-gdf79404cd8, Yosys 0.63+post, stock flow scripts
make -C /OpenROAD-flow-scripts/flow DESIGN_CONFIG=/design/flow/config.mk WORK_HOME=/design/flow/orfs finish
==> flow/config.mk <==
export PLATFORM = sky130hd
export DESIGN_NAME = count
export DESIGN_NICKNAME = count
export VERILOG_FILES = /design/flow/design.v
export SDC_FILE = /design/flow/constraint.sdc
export NUM_CORES = 4
export LEC_CHECK = 1
export CORE_AREA = 10 10 93 93
export DIE_AREA = 0 0 103 103
==> flow/constraint.sdc <==
current_design count

set clk_period 4.1
set clk_io_pct 0.2

create_clock -name clk0 -period $clk_period [get_ports {clock}]

set non_clock_inputs [all_inputs -no_clocks]
set_input_delay [expr $clk_period * $clk_io_pct] -clock clk0 $non_clock_inputs
set_output_delay [expr $clk_period * $clk_io_pct] -clock clk0 [all_outputs]
==> flow/design.v <==
module toplevel;
  wire luz;
  wire sgn;
  wire [25:0] cnt;
  count C(CLOCK_50, sgn, cnt);
  count_check CC(cnt,sgn);
  led_reg LR(sgn, LEDG);
endmodule
module count (input clock, input sign, output [25:0] count);
  reg [25:0] reg_count = 0;
  assign count = reg_count;
  always @(posedge clock) begin
    if (sign == 1) begin
      reg_count <= 0;
    end else begin
      reg_count <= reg_count + 1;
    end
    end
endmodule
module count_check (input [25:0] count, output sign);
  reg sign_reg = 0;
  assign sign = sign_reg;
  always @(count) begin
    case (count)
      26'd50000000: sign_reg <=1;
      default : sign_reg <=0;
    endcase
  end
endmodule
module led_reg (input onoff, output sign);
  reg luz_reg = 0;
  assign sign = luz_reg;
  always @(posedge onoff) luz_reg <= ~luz_reg;
endmodule
==> GITHUB_STEP_SUMMARY <==
### Yosys + OpenROAD results

| Metric | Value |
|---|---|
| Status | `completed` |
| TritonCTS clock tree | `yes` |
| First-pass GRT wire length | `5060 um` |
| Final Util | `24.1%` |
| Placed Cells | `238` |
| WP data required | `3.28 ns` |
| Hold_buf cts | `0` |
| Unique cell types | `31` |
| Fin worst setup slack | `1.96 ns` |
| Gr ovfl total | `0` |
| Post-DRT Antenna Nets | `0` |
| # resized after CTS | `0` |
| Actual slew at the worst max-slew pin | `0.365 ns` |
| Crit Path Max Fanout | `6` |
| Peak supply drop | `201 uV` |
| Fmax | `468 MHz` |
| Clock latency at the later pin of the worst-skew pair | `0.28 ns` |
| Rows | `30` |
| Worst hold slack | `0.502 ns` |
| CP Launch Type | `register` |
| Tool Warnings | `25` |
| WHS Endpoint | `reg_count[19]` |
| Final setup TNS | `0 ns` |
| Fin Clk Skew | `0.00829 ns` |
| Hold path depth | `2` |
| Proportion of layout cells with a drive suffix above 1 | `9.26%` |
| Yosys Warn Count | `1` |
| Slowest stage cell, crit path | `clkdlybuf4s50_1` |
| Comb area | `647 um^2` |
| Post-layout minimum cycle time | `2.14 ns` |
| Hold_sp | `reg_count[19]` |
| Reg2Reg Launch Point | `reg_count[0]` |
| Final setup fails | `0` |
| Vias/cell | `4.24` |
| Area leader share | `43.0%` |
| Fin. Hold Viols | `0` |
| FF-to-FF path depth | `5` |
| Die X-Extent | `103 um` |
| Post-Syn Instances | `137` |
| Synth Register Bits | `26` |
| Biggest regs | `reg_count (26)` |
| Global-route total usage across every layer | `6.00%` |
| Register share after synthesis | `43.0%` |
| Final std cells w/o fill | `242` |
| Max reg flops | `26` |
| Drt total wl | `3020 um` |
| Data arrival, critical path | `1.32 ns` |
| Syn_area_per_cell | `8.84 um^2` |
| Post-DP HPWL | `2190 um` |
| Largest net degree at the start of global routing | `29` |
| Top cells by area | `dfxtp_1 (43%), xnor2_1 (5.1%), nor2_1 (5.0%)` |
| Setup bufs post-CTS | `0` |
| Die Y | `103 um` |
| Cell Area, Synth | `1210 um^2` |
| Reg area | `520 um^2` |
| R2r setup slk | `2.06 ns` |
| Yosys synthesis chip area | `1210 um^2` |
| Drt drc | `0` |
| Final Max Tran Viols | `0` |
| Max-cap viol count | `0` |
| Worst min-delay path class | `register to register` |
| Initial DRC Count | `103` |
| CTS buffer count | `3` |
| Leakage power | `0.490 nW` |
| Die Area | `10600 um^2` |
| I/O pins | `28` |
| Antenna diode count | `0` |
| Antenna violations before repair | `0` |
| Critical path cell sequence | `clkdlybuf4s50_1` |
| H-tree levels | `1` |
| RSZ-0062 raised after global routing | `false` |
| Core ar. | `6760 um^2` |
| Root Buffer | `clkbuf_8` |
| Via count | `1025` |
| DRT Pass-1 Iters | `3` |
| Area leader, netlist | `dfxtp_1` |
| Final cycle utilization of the critical path | `52.1%` |
| CTS Sinks | `26` |
| Critical path class | `register to output pin` |
| CP Buf/Inv Count | `1` |
| Pwr Density | `301 nW/um^2` |
| Area grow syn2layout | `34.4%` |
| Worst slew margin | `75.5%` |
| IO Port Bufs | `27` |
| Placer Congestion | `0.805` |
| R2r endpoint | `reg_count[18]` |
| CTS max path bufs | `2` |
| Crit-path max cell delay | `0.54 ns` |
| Most flops, register | `reg_count` |
| Initial Util | `17.9%` |
| Wirelength per Cell | `12.5 um` |
| Vias in the first global route | `929` |
| FILL cells | `745` |
| CP top delay family | `buffers and inverters` |
| Yosys cell count | `137` |
| Dpl ws | `2.07 ns` |
| Clock-pin transition on the worst setup and hold timing paths | `0.09 ns` |
| Crit. End Element | `output pin` |
-- routing by layer --
metal | vias up | routed length (um) | global-route usage [%]
met4 | 0 | 12 | 0.321
met5 | - | 0 | 0
met2 | 22 | 1240 | 8.14
met1 | 461 | 1550 | 9.14
met3 | 2 | 219 | 2.30
li1 | 540 | - | -
-- area by class of cell --
type                    instances  area share (%)
multi-input cells             101            39.7
flip-flops and latches         26            32.0
well taps                      80            6.15
inverters                       3           0.692
clock buffers                   3            2.54
repair buffers                 28            17.1
clock inverters                 1            1.84
-- layout by cell type (no fill, tap or decap), types with 5 or more instances in the layout --
cell type	Yosys	layout
clkdlybuf4s50_1	0	27
dfxtp_1	26	26
nor2_1	16	16
nand3_1	9	9
a21oi_1	8	8
nand2_1	7	7
xnor2_1	7	7
o31ai_1	6	6
or4_1	6	6
xor2_1	6	6
or3_1	5	5
nor4_1	5	5
-- logic make-up after synthesis --
logic type | share of synthesized area, %
simple gates | 31.6
flops | 43.0
compound gates | 9.50
xor+xnor | 9.40
buf+inv | 3.62
mux | 1.86
fa+ha+maj | 1.03
-- report_power, final --
| group | internal (mW) | switching (mW) | total (mW) |
|---|---|---|---|
| Clock | 0.131 | 0.0867 | 0.217 |
| Sequential | 0.255 | 0.00373 | 0.259 |
| Combinational | 0.00788 | 0.00619 | 0.0141 |
| Total | 0.393 | 0.0966 | 0.490 |
-- synth_stat cells (all sizes together) --
| library cell | n |
|---|---|
| or2 | 2 |
| nor2b | 3 |
| nor2 | 16 |
| a21oi | 8 |
| nand4 | 6 |
| ha | 1 |
| dfxtp | 26 |
| o21ai | 2 |
| o31a | 1 |
| nand2 | 7 |
| and2 | 1 |
| nor3 | 4 |
| and4 | 1 |
| xnor2 | 7 |
| mux2 | 2 |
| or4 | 7 |
| clkbuf | 5 |
| buf | 2 |
| nor4 | 5 |
| nand3 | 9 |
| o21ba | 1 |
| inv | 3 |
| xor2 | 6 |
| o31ai | 6 |
| or3 | 6 |
-- per-stage QoR --
step | area [um^2] | power (mW)
after detailed placement | 1560 | 0.279
after CTS | 1630 | 0.491
final | 1630 | 0.490
after floorplan | 1210 | 0.271
after global placement | 1560 | 0.279
after global routing | 1630 | 0.511
-- worst reg2reg max path: stages (launching register included) --
cell and delay [ns]:
dfxtp_1 0.44, ha_1 0.21, nand3_1 0.20, or3_1 0.47
or4_1 0.51, a21oi_1 0.15
-- how the worst max path moves through the flow --
stage             from            end  slack (ns)  cells after the start
4_1_cts   reg_count[6]       count[6]        1.95                      1
5_1_grt   reg_count[0]  reg_count[18]        1.82                      5
6_report  reg_count[6]       count[6]        1.96                      1
No activity file was given, so power comes from the tool's default toggle rates.
